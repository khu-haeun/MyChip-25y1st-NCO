==> /design/flow/design.v <==
module cordic_element ( 
	input 			clk,
	input 	[1:0] 	Xin,
	output 	[1:0] 	Xout,
	input 	[1:0] 	Yin,
	output 	[1:0] 	Yout,
	input 	[1:0]	Ain,
	output 	[1:0]	Aout,  
	input 			ISin, 
	output	reg		ISout,  
	input	[2:0]	Stg,  
	input 			Rdy, 
	output 			Vld  
);
	reg signed [11:0] oneOverK = 12'd1242;
	reg signed [11:0] atan0 = 12'd511; 
	reg signed [11:0] atan1 = 12'd301; 
	reg signed [11:0] atan2 = 12'd159; 
	reg signed [11:0] atan3 = 12'd80;  
	reg signed [11:0] atan4 = 12'd40;  
	reg signed [11:0] atan5 = 12'd19;  
	reg signed [11:0] atan6 = 12'd9;   
	reg signed [11:0] atan7 = 12'd4;   
	integer i;
    reg     [6:0]   LoadCtl;
    always @(posedge clk)
    begin
        LoadCtl[0] <= Rdy;
        for (i=0; i<6; i=i+1)
            LoadCtl[i+1] <= LoadCtl[i];
    end
	assign Vld = LoadCtl[6];
	always @(posedge clk) if(LoadCtl[6]) ISout <= ISin;    
	reg [1:0] Xin5, Xin4, Xin3, Xin2, Xin1, Xin0;
	reg [1:0] Yin5, Yin4, Yin3, Yin2, Yin1, Yin0;
	reg [1:0] Ain5, Ain4, Ain3, Ain2, Ain1, Ain0;
	always @(posedge clk) begin
        if 		(LoadCtl[0]) begin Xin0 <= Xin; Yin0 <= Yin; Ain0 <= Ain; end
        else if (LoadCtl[1]) begin Xin1 <= Xin; Yin1 <= Yin; Ain1 <= Ain; end
		else if (LoadCtl[2]) begin Xin2 <= Xin; Yin2 <= Yin; Ain2 <= Ain; end
        else if (LoadCtl[3]) begin Xin3 <= Xin; Yin3 <= Yin; Ain3 <= Ain; end
		else if (LoadCtl[4]) begin Xin4 <= Xin; Yin4 <= Yin; Ain4 <= Ain; end
        else if (LoadCtl[5]) begin Xin5 <= Xin; Yin5 <= Yin; Ain5 <= Ain; end
    end
	reg signed [11:0] atan;
	always@* begin
		case(Stg)
			3'd0:atan = atan0;
			3'd1:atan = atan1;
			3'd2:atan = atan2;
			3'd3:atan = atan3;
			3'd4:atan = atan4;
			3'd5:atan = atan5;
			3'd6:atan = atan6;
			3'd7:atan = atan7;
		endcase
	end
	wire signed [11:0] Xin12b = {Xin5, Xin4, Xin3, Xin2, Xin1, Xin0}; 
	wire signed [11:0] Yin12b = {Yin5, Yin4, Yin3, Yin2, Yin1, Yin0};
	wire signed [11:0] Ain12b = {Ain5, Ain4, Ain3, Ain2, Ain1, Ain0};
	reg signed [11:0] Xcalc, Ycalc, Acalc;
	always@(posedge clk) begin
		if (LoadCtl[6]) begin
			if(Stg != 3'd0) begin
				if(Ain12b[11] == 0) begin  
					Xcalc <= Xin12b - ( Yin12b >>> Stg );
					Ycalc <= Yin12b + ( Xin12b >>> Stg );
					Acalc <= Ain12b - atan;
				end
				else begin
					Xcalc <= Xin12b + ( Yin12b >>> Stg );
					Ycalc <= Yin12b - ( Xin12b >>> Stg );
					Acalc <= Ain12b + atan;
				end
			end
			else begin  
				if(Ain12b[11] == 0) begin  
					Xcalc <= oneOverK;
					Ycalc <= oneOverK;
					Acalc <= Ain12b - atan;
				end
				else begin
					Xcalc <= oneOverK;
					Ycalc <= -oneOverK;
					Acalc <= Ain12b + atan;
				end
			end
		end
	end
	reg [1:0] X_, Y_, A_;
	always@* begin
		if 		(LoadCtl[0]) begin X_ = Xcalc[1:0]  ; Y_ = Ycalc[1:0]  ; A_ = Acalc[1:0]  ; end
		else if (LoadCtl[1]) begin X_ = Xcalc[3:2]  ; Y_ = Ycalc[3:2]  ; A_ = Acalc[3:2]  ; end
		else if (LoadCtl[2]) begin X_ = Xcalc[5:4]  ; Y_ = Ycalc[5:4]  ; A_ = Acalc[5:4]  ; end
		else if (LoadCtl[3]) begin X_ = Xcalc[7:6]  ; Y_ = Ycalc[7:6]  ; A_ = Acalc[7:6]  ; end
		else if (LoadCtl[4]) begin X_ = Xcalc[9:8]  ; Y_ = Ycalc[9:8]  ; A_ = Acalc[9:8]  ; end
		else if (LoadCtl[5]) begin X_ = Xcalc[11:10]; Y_ = Ycalc[11:10]; A_ = Acalc[11:10]; end
		else 				 begin X_ = 2'bxx		; Y_ = 2'bxx	   ; A_ = 2'bxx		  ; end			 
	end
	assign Xout = X_;
	assign Yout = Y_;
	assign Aout = A_;
endmodule
module output_terminal(
	input 			clk,
	input			selXY, 	 
	input			selSign, 
	input 	[1:0] 	Xin,
	input 	[1:0] 	Yin,
	output 	[11:0] 	Dout,
	input			Rdy,
	output			Vld,
	input			ISin
);
	integer i;
    reg     [6:0]   LoadCtl;
    always @(posedge clk)
    begin
        LoadCtl[0] <= Rdy;
        for (i=0; i<6; i=i+1)
            LoadCtl[i+1] <= LoadCtl[i];
    end
	assign Vld = LoadCtl[6];	
	reg ISreg;
	always @(posedge clk) if(LoadCtl[6]) ISreg <= ISin;    
	reg [1:0] Xin5, Xin4, Xin3, Xin2, Xin1, Xin0;
	reg [1:0] Yin5, Yin4, Yin3, Yin2, Yin1, Yin0;
	always @(posedge clk) begin
        if 		(LoadCtl[0]) begin Xin0 <= Xin; Yin0 <= Yin; end
        else if (LoadCtl[1]) begin Xin1 <= Xin; Yin1 <= Yin; end
		else if (LoadCtl[2]) begin Xin2 <= Xin; Yin2 <= Yin; end
        else if (LoadCtl[3]) begin Xin3 <= Xin; Yin3 <= Yin; end
		else if (LoadCtl[4]) begin Xin4 <= Xin; Yin4 <= Yin; end
        else if (LoadCtl[5]) begin Xin5 <= Xin; Yin5 <= Yin; end
    end
	reg [11:0] bias;
	always@* begin
		if(selSign) bias = 12'h800;
		else bias = 12'h000;
	end
	wire [11:0] Xin12b = {Xin5, Xin4, Xin3, Xin2, Xin1, Xin0}; 
	wire [11:0] Yin12b = {Yin5, Yin4, Yin3, Yin2, Yin1, Yin0};
	reg  [11:0] Xcalc, Ycalc;
	always@(posedge clk) begin
		if(LoadCtl[6]) begin
			if(ISreg) begin
				Xcalc <= ~Xin12b + 1 + bias;
				Ycalc <= ~Yin12b + 1 + bias;
			end
			else begin
				Xcalc <= Xin12b + bias;
				Ycalc <= Yin12b + bias;
			end
		end
	end
	assign Dout = (selXY) ? Xcalc : Ycalc;
endmodule
module phase_accumulator (
	input 			clk,
	input			En,
	input 	[19:0] 	FCW,
	output 			Vld,
	output 	reg [1:0]	Aout,
	output 	reg		ISout
);
	integer i;
    reg     [6:0]   RdyCtl;
	always @(posedge clk) begin
		if(!En) RdyCtl <= 7'b0100000;
		else begin  
			RdyCtl[0] <= RdyCtl[6];
			for (i=0; i<6; i=i+1)
				RdyCtl[i+1] <= RdyCtl[i];
		end	
	end 
	assign Vld = RdyCtl[6];
	reg [19:0] acc_reg;
	reg [11:0] Atmp;
	always @(posedge clk) begin
		if (!En) begin
			acc_reg <= 20'd0;
			Atmp <= 12'd0;
		end
		else begin
			if (RdyCtl[6]) begin
				acc_reg <= acc_reg + FCW; 
				if 		(acc_reg[19:18] == 2'b01) 
					Atmp <= {2'b11, acc_reg[17:8]};  
				else if (acc_reg[19:18] == 2'b10) 
					Atmp <= {2'b00, acc_reg[17:8]};  
				else 
					Atmp <= acc_reg[19:8];
			end
		end
	end
	always @(posedge clk) begin
		if (RdyCtl[5]) begin
			if (acc_reg[19]^acc_reg[18]) ISout <= 1;
			else ISout <= 0;
		end
	end
	always @* begin
		if		(RdyCtl[0])		Aout = Atmp[1:0];
		else if (RdyCtl[1]) 	Aout = Atmp[3:2];
		else if (RdyCtl[2]) 	Aout = Atmp[5:4];
		else if (RdyCtl[3]) 	Aout = Atmp[7:6];
		else if (RdyCtl[4]) 	Aout = Atmp[9:8];
		else if (RdyCtl[5]) 	Aout = Atmp[11:10];
		else 					Aout = 2'bxx;
	end
endmodule
module nco2out(
	input clk,
	input En,
	input [19:0] FCW,
	input selSign,
	output VldX,
	output VldY,
	output [11:0] outX,
	output [11:0] outY
);
	wire [1:0] x [8:0];
	wire [1:0] y [8:0];
	wire [1:0] a [8:0];
	wire [8:0] is, rdy;
	wire [2:0] stg [8:0];
	wire selX; assign selX = 1'b1;
	wire selY; assign selY = 1'b0;
	assign stg[0] = 3'd0;
	assign stg[1] = 3'd1;
	assign stg[2] = 3'd2;
	assign stg[3] = 3'd3;
	assign stg[4] = 3'd4;
	assign stg[5] = 3'd5;
	assign stg[6] = 3'd6;
	assign stg[7] = 3'd7;
	phase_accumulator u_pa(
		.clk(clk),
		.En(En),
		.FCW(FCW),
		.Vld(rdy[0]),
		.Aout(a[0]),
		.ISout(is[0])
	);
	genvar i;
	generate
		for(i=0; i<8; i++) begin
			cordic_element u_ce(
				.clk	(clk),
				.Xin	(x[i]),
				.Xout	(x[i+1]),
				.Yin	(y[i]),
				.Yout	(y[i+1]),
				.Ain	(a[i]),
				.Aout	(a[i+1]),
				.ISin	(is[i]),
				.ISout	(is[i+1]),
				.Stg	(stg[i]),
				.Rdy	(rdy[i]),
				.Vld	(rdy[i+1])
			);
		end
	endgenerate
	output_terminal u_ot_x(
		.clk(clk),
		.selXY(selX),
		.selSign(selSign),
		.Xin(x[8]),
		.Yin(y[8]),
		.Dout(outX),
		.Rdy(rdy[8]),
		.Vld(VldX),
		.ISin(is[8])
	);
	output_terminal u_ot_y(
		.clk(clk),
		.selXY(selY),
		.selSign(selSign),
		.Xin(x[8]),
		.Yin(y[8]),
		.Dout(outY),
		.Rdy(rdy[8]),
		.Vld(VldY),
		.ISin(is[8])
	);
endmodule
==> /design/flow/run.sh <==
#!/bin/bash
# OpenROAD 26Q1-2900-gdf79404cd8, Yosys 0.63+post, stock flow scripts
make -C /OpenROAD-flow-scripts/flow DESIGN_CONFIG=/design/flow/config.mk WORK_HOME=/design/flow/orfs finish
==> /design/flow/config.mk <==
export PLATFORM = sky130hd
export DESIGN_NAME = nco2out
export DESIGN_NICKNAME = nco2out
export VERILOG_FILES = /design/flow/design.v
export SDC_FILE = /design/flow/constraint.sdc
export NUM_CORES = 4
export LEC_CHECK = 1
export CORE_UTILIZATION = 30
==> /design/flow/constraint.sdc <==
current_design nco2out

set clk_period 6.6
set clk_io_pct 0.2

create_clock -name clk0 -period $clk_period [get_ports {clk}]

set non_clock_inputs [all_inputs -no_clocks]
set_input_delay [expr $clk_period * $clk_io_pct] -clock clk0 $non_clock_inputs
set_output_delay [expr $clk_period * $clk_io_pct] -clock clk0 [all_outputs]
==> deck_impl_summary.md <==
Flow Results at a Glance

Run status
  • Outcome: completed

Synth
  • Synth Area per Inst: 11.6 sq um
  • Top area cell types: edfxtp_1 48%, ha_1 9.6%, dfxtp_1 5.7%
  • Post-Syn Instances: 3041
  • Mapped cell area: 0.0352 sq mm
  • Synthesized flop and latch total: 660
  • Post-synth seq share: 0.535
  • Number of library cell types mapped by synthesis: 74
  • Synth top area share: 0.477
  • Cell count in the Yosys report: 3041
  • Post-synth area from yosys stat: 0.0352 sq mm
  • Fraction of registers with async set/reset: 0
  • Synth top cells by count: 559 x edfxtp_1, 271 x ha_1, 240 x nor2_1
  • Main synth FF type: edfxtp_1
  • Cell type with the largest total area: edfxtp_1
  • EDFF count, synth: 559
  • Top-count cell post-synth: edfxtp_1
  • Synth warn: 4

Pwr
  • Flop pwr share: 0.481
  • Internal power: 7.81 mW
  • Comb power frac: 0.103
  • Clock power share: 0.415
  • Peak supply drop: 0.193 mV
  • PD cells: 255 mW/mm^2
  • Switch Pwr: 2.43 mW
  • Switching share of power: 0.237
  • Leak Pwr: 14.8 nW

Floorplan
  • Die y size: 344 um
  • Std-Cell Rows: 125
  • Die area: 0.119 sq mm
  • Core footprint: 0.116 sq mm
  • Ports: 49
  • Die Width: 344 um
  • Fp util: 0.303

Placed design
  • Routability Congestion: 0.886
  • Placed cells: 4582
  • Detailed placer's ending HPWL: 47.2 mm
  • Port bufs: 48

Final layout
  • Finished Layout Cells: 4718
  • Top reg by flops: genblk1.u_ce.Ycalc
  • Final core utilization: 0.346
  • Top Registers: genblk1.u_ce.Ycalc x86, genblk1.u_ce.Xcalc x84, genblk1.u_ce.Acalc x78
  • Max reg flops: 86
  • Fill cell count: 11200
  • Share of cells above drive strength 1: 0.0620
  • Layout area overhead: 14.2%

Worst setup path
  • Worst reg2reg path depth: 8
  • Worst EP required: 6960 ps
  • Worst r2r src: genblk1[4].u_ce.Ain5[1]$_DFFE_PP_
  • CP endpoint kind: register
  • Startpoint class of the critical path: register
  • Crit path max fanout: 22
  • R2R setup slack: 3140 ps
  • Crit path arrival time: 3820 ps
  • CP startpoint: genblk1[4].u_ce.Ain5[1]$_DFFE_PP_
  • R2R Path End: genblk1[4].u_ce.Xcalc[11]$_DFFE_PP_
  • Critical path endpoint: genblk1[4].u_ce.Xcalc[11]$_DFFE_PP_
  • Crit Path Class: reg -> reg

Global route
  • Antenna violations before repair: 0
  • GRT Total Usage: 0.115
  • Vias in the first global route: 21600
  • Largest net degree at the start of global routing: 39
  • Total gr overflow: 0
  • Global-route wire length before repair: 107 mm

Run
  • Log Warnings: 41
  • Maximum capacitance violations: 0

Clock network
  • Setup bufs post-CTS: 0
  • Inserted Clock Buffers: 73
  • TritonCTS clock tree: yes
  • Post-cts sizing count: 0
  • Clock sinks: 660
  • Clk pin slew, worst setup/hold paths: 60 ps
  • CTS root buffer: clkbuf_16
  • CTS Buffer Depth: 3
  • Worst-Skew Late Latency: 620 ps
  • Htree depth: 3
  • Hold buffer count at cts: 0

Hold path
  • HP Class: reg -> reg

Timing
  • Max Fclk: 0.289 GHz
  • # setup viols final: 0
  • Crit path time final: 3460 ps
  • Final TNS setup: 0 ps
  • RSZ-0062 raised after global routing: false
  • Crit share post-route: 0.525
  • Final Hold Slack: 342 ps
  • Worst slew margin: 0.328
  • Final slew viol count: 0
  • Slew @ Worst Pin: 994 ps
  • Final hold violations: 0
  • Clock Skew: 21.2 ps

Detailed routing
  • DRT iter0 DRCs: 1004
  • Final ANT Viol Nets: 0
  • Inserted Diodes: 0
  • WL final: 64.9 mm
  • Drt drc: 0
  • Drt wl/cell: 13.8 um
  • Vias: 22100
  • Router iterations before antenna repair: 5
  • Vias per std cell: 4.69
## power groups by stage
| stage | Clock, mW | Sequential (mW) | Combinational [mW] |
|---|---|---|---|
| 6_report | 4.25 | 4.93 | 1.06 |
| 4_1_cts | 4.37 | 4.93 | 1.08 |
| 5_1_grt | 4.54 | 4.95 | 1.21 |
## area by class of cell
class | instances | area (sq um) | area share
Clock buffer | 92 | 1980 | 0.0493
Clock inverter | 44 | 571 | 0.0142
Timing Repair Buffer | 97 | 848 | 0.0211
Sequential cell | 660 | 18800 | 0.468
Inverter | 129 | 484 | 0.0121
Multi-Input combinational cell | 2172 | 15600 | 0.388
Tap cell | 1524 | 1910 | 0.0475
## how the worst min path moves through the flow
stage	start	end	cells past startpoint	slack, ps
6_report	genblk1[2].u_ce.LoadCtl[5]$_DFF_P_	genblk1[2].u_ce.LoadCtl[6]$_DFF_P_	0	340
4_1_cts	genblk1[4].u_ce.LoadCtl[5]$_DFF_P_	genblk1[4].u_ce.LoadCtl[6]$_DFF_P_	0	340
5_1_grt	genblk1[5].u_ce.LoadCtl[5]$_DFF_P_	genblk1[5].u_ce.LoadCtl[6]$_DFF_P_	0	350
## logic make-up after synthesis
family | after synthesis | share of synthesized area
muxes | 134 | 0.0385
and+or+nand+nor | 798 | 0.108
adders and majority gates | 292 | 0.108
DFF | 660 | 0.535
buffers and inverters | 209 | 0.0228
AOI/OAI and AO/OA | 647 | 0.113
xor gates and xnor gates | 301 | 0.0755
## worst max-delay path: stages, from the launching register on
cell and delay [ps]:
edfxtp_1 840, mux2_2 450, ha_1 290, a21oi_1 180, o21ai_0 140, a2111oi_0 690
o31ai_1 180, a21oi_1 200, xnor3_1 220
## layer usage
metal | up-vias | share of wire | wire length (um) | global-route usage
li1 | 11400 | - | - | -
met1 | 10200 | 0.44 | 28600 | 0.155
met2 | 423 | 0.48 | 31200 | 0.193
met3 | 87 | 0.059 | 3810 | 0.0313
met4 | 0 | 0.020 | 1290 | 0.0214
met5 | - | 0 | 0 | 0
## cells in the final DEF, fill, tap and decap left out, drive strengths merged, types with 21 or more instances in the layout
| cell | netlist | final |
|---|---|---|
| or3 | 22 | 22 |
| nor2b | 34 | 34 |
| clkinv | 0 | 29 |
| nand2 | 224 | 224 |
| nor2 | 240 | 240 |
| ha | 271 | 271 |
| a21o | 54 | 54 |
| xor2 | 86 | 86 |
| inv | 129 | 132 |
| o21ai | 198 | 198 |
| fa | 21 | 21 |
| xnor2 | 214 | 214 |
| buf | 11 | 49 |
| a31oi | 26 | 26 |
| edfxtp | 559 | 559 |
| clkdlybuf4s50 | 0 | 48 |
| a21oi | 203 | 203 |
| clkbuf | 69 | 92 |
| dfxtp | 101 | 101 |
| mux2i | 122 | 122 |
| o211ai | 25 | 25 |
| nand3 | 50 | 50 |
| nor3 | 89 | 89 |
## metrics by stage
stage | setup slack (ps) | area [sq um] | total power [mW]
2_1_floorplan | 3330 | 35200 | 5.79
3_3_place_gp | 2610 | 37600 | 6.08
3_5_place_dp | 2650 | 37600 | 6.08
4_1_cts | 3140 | 40200 | 10.4
5_1_grt | 2770 | 40200 | 10.7
6_report | 3140 | 40200 | 10.2
Power and IR drop assume default switching activity.
