**design.v**
```verilog
module cordic_element ( 
	input 			clk,
	input 	[1:0] 	Xin,
	output 	[1:0] 	Xout,
	input 	[1:0] 	Yin,
	output 	[1:0] 	Yout,
	input 	[1:0]	Ain,
	output 	[1:0]	Aout,  
	input 			ISin, 
	output	reg		ISout,  
	input	[2:0]	Stg,  
	input 			Rdy, 
	output 			Vld  
);
	reg signed [11:0] oneOverK = 12'd1242;
	reg signed [11:0] atan0 = 12'd511; 
	reg signed [11:0] atan1 = 12'd301; 
	reg signed [11:0] atan2 = 12'd159; 
	reg signed [11:0] atan3 = 12'd80;  
	reg signed [11:0] atan4 = 12'd40;  
	reg signed [11:0] atan5 = 12'd19;  
	reg signed [11:0] atan6 = 12'd9;   
	reg signed [11:0] atan7 = 12'd4;   
	integer i;
    reg     [6:0]   LoadCtl;
    always @(posedge clk)
    begin
        LoadCtl[0] <= Rdy;
        for (i=0; i<6; i=i+1)
            LoadCtl[i+1] <= LoadCtl[i];
    end
	assign Vld = LoadCtl[6];
	always @(posedge clk) if(LoadCtl[6]) ISout <= ISin;    
	reg [1:0] Xin5, Xin4, Xin3, Xin2, Xin1, Xin0;
	reg [1:0] Yin5, Yin4, Yin3, Yin2, Yin1, Yin0;
	reg [1:0] Ain5, Ain4, Ain3, Ain2, Ain1, Ain0;
	always @(posedge clk) begin
        if 		(LoadCtl[0]) begin Xin0 <= Xin; Yin0 <= Yin; Ain0 <= Ain; end
        else if (LoadCtl[1]) begin Xin1 <= Xin; Yin1 <= Yin; Ain1 <= Ain; end
		else if (LoadCtl[2]) begin Xin2 <= Xin; Yin2 <= Yin; Ain2 <= Ain; end
        else if (LoadCtl[3]) begin Xin3 <= Xin; Yin3 <= Yin; Ain3 <= Ain; end
		else if (LoadCtl[4]) begin Xin4 <= Xin; Yin4 <= Yin; Ain4 <= Ain; end
        else if (LoadCtl[5]) begin Xin5 <= Xin; Yin5 <= Yin; Ain5 <= Ain; end
    end
	reg signed [11:0] atan;
	always@* begin
		case(Stg)
			3'd0:atan = atan0;
			3'd1:atan = atan1;
			3'd2:atan = atan2;
			3'd3:atan = atan3;
			3'd4:atan = atan4;
			3'd5:atan = atan5;
			3'd6:atan = atan6;
			3'd7:atan = atan7;
		endcase
	end
	wire signed [11:0] Xin12b = {Xin5, Xin4, Xin3, Xin2, Xin1, Xin0}; 
	wire signed [11:0] Yin12b = {Yin5, Yin4, Yin3, Yin2, Yin1, Yin0};
	wire signed [11:0] Ain12b = {Ain5, Ain4, Ain3, Ain2, Ain1, Ain0};
	reg signed [11:0] Xcalc, Ycalc, Acalc;
	always@(posedge clk) begin
		if (LoadCtl[6]) begin
			if(Stg != 3'd0) begin
				if(Ain12b[11] == 0) begin  
					Xcalc <= Xin12b - ( Yin12b >>> Stg );
					Ycalc <= Yin12b + ( Xin12b >>> Stg );
					Acalc <= Ain12b - atan;
				end
				else begin
					Xcalc <= Xin12b + ( Yin12b >>> Stg );
					Ycalc <= Yin12b - ( Xin12b >>> Stg );
					Acalc <= Ain12b + atan;
				end
			end
			else begin  
				if(Ain12b[11] == 0) begin  
					Xcalc <= oneOverK;
					Ycalc <= oneOverK;
					Acalc <= Ain12b - atan;
				end
				else begin
					Xcalc <= oneOverK;
					Ycalc <= -oneOverK;
					Acalc <= Ain12b + atan;
				end
			end
		end
	end
	reg [1:0] X_, Y_, A_;
	always@* begin
		if 		(LoadCtl[0]) begin X_ = Xcalc[1:0]  ; Y_ = Ycalc[1:0]  ; A_ = Acalc[1:0]  ; end
		else if (LoadCtl[1]) begin X_ = Xcalc[3:2]  ; Y_ = Ycalc[3:2]  ; A_ = Acalc[3:2]  ; end
		else if (LoadCtl[2]) begin X_ = Xcalc[5:4]  ; Y_ = Ycalc[5:4]  ; A_ = Acalc[5:4]  ; end
		else if (LoadCtl[3]) begin X_ = Xcalc[7:6]  ; Y_ = Ycalc[7:6]  ; A_ = Acalc[7:6]  ; end
		else if (LoadCtl[4]) begin X_ = Xcalc[9:8]  ; Y_ = Ycalc[9:8]  ; A_ = Acalc[9:8]  ; end
		else if (LoadCtl[5]) begin X_ = Xcalc[11:10]; Y_ = Ycalc[11:10]; A_ = Acalc[11:10]; end
		else 				 begin X_ = 2'bxx		; Y_ = 2'bxx	   ; A_ = 2'bxx		  ; end			 
	end
	assign Xout = X_;
	assign Yout = Y_;
	assign Aout = A_;
endmodule
module output_terminal(
	input 			clk,
	input			selXY, 	 
	input			selSign, 
	input 	[1:0] 	Xin,
	input 	[1:0] 	Yin,
	output 	[11:0] 	Dout,
	input			Rdy,
	output			Vld,
	input			ISin
);
	integer i;
    reg     [6:0]   LoadCtl;
    always @(posedge clk)
    begin
        LoadCtl[0] <= Rdy;
        for (i=0; i<6; i=i+1)
            LoadCtl[i+1] <= LoadCtl[i];
    end
	assign Vld = LoadCtl[6];	
	reg ISreg;
	always @(posedge clk) if(LoadCtl[6]) ISreg <= ISin;    
	reg [1:0] Xin5, Xin4, Xin3, Xin2, Xin1, Xin0;
	reg [1:0] Yin5, Yin4, Yin3, Yin2, Yin1, Yin0;
	always @(posedge clk) begin
        if 		(LoadCtl[0]) begin Xin0 <= Xin; Yin0 <= Yin; end
        else if (LoadCtl[1]) begin Xin1 <= Xin; Yin1 <= Yin; end
		else if (LoadCtl[2]) begin Xin2 <= Xin; Yin2 <= Yin; end
        else if (LoadCtl[3]) begin Xin3 <= Xin; Yin3 <= Yin; end
		else if (LoadCtl[4]) begin Xin4 <= Xin; Yin4 <= Yin; end
        else if (LoadCtl[5]) begin Xin5 <= Xin; Yin5 <= Yin; end
    end
	reg [11:0] bias;
	always@* begin
		if(selSign) bias = 12'h800;
		else bias = 12'h000;
	end
	wire [11:0] Xin12b = {Xin5, Xin4, Xin3, Xin2, Xin1, Xin0}; 
	wire [11:0] Yin12b = {Yin5, Yin4, Yin3, Yin2, Yin1, Yin0};
	reg  [11:0] Xcalc, Ycalc;
	always@(posedge clk) begin
		if(LoadCtl[6]) begin
			if(ISreg) begin
				Xcalc <= ~Xin12b + 1 + bias;
				Ycalc <= ~Yin12b + 1 + bias;
			end
			else begin
				Xcalc <= Xin12b + bias;
				Ycalc <= Yin12b + bias;
			end
		end
	end
	assign Dout = (selXY) ? Xcalc : Ycalc;
endmodule
module phase_accumulator (
	input 			clk,
	input			En,
	input 	[19:0] 	FCW,
	output 			Vld,
	output 	reg [1:0]	Aout,
	output 	reg		ISout
);
	integer i;
    reg     [6:0]   RdyCtl;
	always @(posedge clk) begin
		if(!En) RdyCtl <= 7'b0100000;
		else begin  
			RdyCtl[0] <= RdyCtl[6];
			for (i=0; i<6; i=i+1)
				RdyCtl[i+1] <= RdyCtl[i];
		end	
	end 
	assign Vld = RdyCtl[6];
	reg [19:0] acc_reg;
	reg [11:0] Atmp;
	always @(posedge clk) begin
		if (!En) begin
			acc_reg <= 20'd0;
			Atmp <= 12'd0;
		end
		else begin
			if (RdyCtl[6]) begin
				acc_reg <= acc_reg + FCW; 
				if 		(acc_reg[19:18] == 2'b01) 
					Atmp <= {2'b11, acc_reg[17:8]};  
				else if (acc_reg[19:18] == 2'b10) 
					Atmp <= {2'b00, acc_reg[17:8]};  
				else 
					Atmp <= acc_reg[19:8];
			end
		end
	end
	always @(posedge clk) begin
		if (RdyCtl[5]) begin
			if (acc_reg[19]^acc_reg[18]) ISout <= 1;
			else ISout <= 0;
		end
	end
	always @* begin
		if		(RdyCtl[0])		Aout = Atmp[1:0];
		else if (RdyCtl[1]) 	Aout = Atmp[3:2];
		else if (RdyCtl[2]) 	Aout = Atmp[5:4];
		else if (RdyCtl[3]) 	Aout = Atmp[7:6];
		else if (RdyCtl[4]) 	Aout = Atmp[9:8];
		else if (RdyCtl[5]) 	Aout = Atmp[11:10];
		else 					Aout = 2'bxx;
	end
endmodule
module nco_board(  
	input clk,
	input En,
	input [19:0] FCW,
	input selSign,
	output VldX,
	output VldY,
	output [11:0] outX,
	output [11:0] outY
);
	wire [1:0] x [8:0];
	wire [1:0] y [8:0];
	wire [1:0] a [8:0];
	wire [8:0] is, rdy;
	wire [2:0] stg [8:0];
	wire selX; assign selX = 1'b1;
	wire selY; assign selY = 1'b0;
	assign stg[0] = 3'd0;
	assign stg[1] = 3'd1;
	assign stg[2] = 3'd2;
	assign stg[3] = 3'd3;
	assign stg[4] = 3'd4;
	assign stg[5] = 3'd5;
	assign stg[6] = 3'd6;
	assign stg[7] = 3'd7;
	phase_accumulator u_pa(
		.clk(clk),
		.En(En),
		.FCW(FCW),
		.Vld(rdy[0]),
		.Aout(a[0]),
		.ISout(is[0])
	);
	genvar i;
	generate
		for(i=0; i<8; i++) begin
			cordic_element u_ce(
				.clk	(clk),
				.Xin	(x[i]),
				.Xout	(x[i+1]),
				.Yin	(y[i]),
				.Yout	(y[i+1]),
				.Ain	(a[i]),
				.Aout	(a[i+1]),
				.ISin	(is[i]),
				.ISout	(is[i+1]),
				.Stg	(stg[i]),
				.Rdy	(rdy[i]),
				.Vld	(rdy[i+1])
			);
		end
	endgenerate
	output_terminal u_ot_x(
		.clk(clk),
		.selXY(selX),
		.selSign(selSign),
		.Xin(x[8]),
		.Yin(y[8]),
		.Dout(outX),
		.Rdy(rdy[8]),
		.Vld(VldX),
		.ISin(is[8])
	);
	output_terminal u_ot_y(
		.clk(clk),
		.selXY(selY),
		.selSign(selSign),
		.Xin(x[8]),
		.Yin(y[8]),
		.Dout(outY),
		.Rdy(rdy[8]),
		.Vld(VldY),
		.ISin(is[8])
	);
endmodule
```
**run.sh**
```bash
#!/bin/bash
# OpenROAD 26Q1-2900-gdf79404cd8, Yosys 0.63+post, stock flow scripts
make -C /OpenROAD-flow-scripts/flow DESIGN_CONFIG=/design/flow/config.mk WORK_HOME=/design/flow/orfs finish
```
**config.mk**
```make
export PLATFORM = sky130hd
export DESIGN_NAME = nco_board
export DESIGN_NICKNAME = nco_board
export VERILOG_FILES = /design/flow/design.v
export SDC_FILE = /design/flow/constraint.sdc
export NUM_CORES = 4
export LEC_CHECK = 1
export CORE_UTILIZATION = 30
```
**constraint.sdc**
```tcl
current_design nco_board

set clk_period 6.6
set clk_io_pct 0.2

create_clock -name clk0 -period $clk_period [get_ports {clk}]

set non_clock_inputs [all_inputs -no_clocks]
set_input_delay [expr $clk_period * $clk_io_pct] -clock clk0 $non_clock_inputs
set_output_delay [expr $clk_period * $clk_io_pct] -clock clk0 [all_outputs]
```
==> notes.md <==
Implementation results.

The placer's final routability congestion estimate is 0.8858. Looking at the cell usage after synthesis, the top flip-flop cell is sky130_fd_sc_hd__edfxtp_1. Max-cap violations in this run came to 0. The clock tree root driver cell is sky130_fd_sc_hd__clkbuf_16.

The register with the most flip-flops in the layout has 86 of them. STA puts the critical path data arrival time at 3.82 ns. The total clock buffers created by CTS is 73. The total instance count after detailed placement is 4582. The violation tally from detailed-route iteration zero is 1004.

The worst hold path class is reg2reg. The relative slew slack is 32.80%. Yosys reports a chip area of 0.03518 mm^2. The buffering stage count on the worst path with inverters included is 0. The number of synthesized flops with an enable pin is 559.

The first global-routing pass estimated 106.9 mm of wire. The number of hold violations in the final report is 0. The distinct cell type count of the synthesized netlist is 74. The total number of clock tree sinks is 660. The shortest clock period the worst path allows after layout is 3.463 ns.

The worst setup path is captured at a register. The cell with the largest stage delay on the worst path is sky130_fd_sc_hd__edfxtp_1. The buffer_ports step reported a buffer count of 48. In the setup report, the worst path falls into the class reg2reg. For the pin with the worst max-slew slack, the measured transition is 0.9940 ns.

The last timing report of the flow puts the setup violation total at 0. Setup repair after global routing left no endpoint under its margin. The number of warnings in the stage logs is 41. The number of hold-repair buffers added at the cts stage is 0. The number of standard cells in the layout, taps in and fillers out is 4718. The upper clock frequency limit is 288.7 MHz. Per the OpenROAD floorplan log, the height of the die is 344.5 um. The completed layout was analyzed and its total power is 10.24 mW. The area added between synthesis and finish is 14.19%. The critical path's most frequent cell is sky130_fd_sc_hd__a21oi_1. The final wirelength is 64.90 mm.

In this design, the largest share of critical-path delay is due to AND-OR/OR-AND gates. TritonCTS built the clock tree. The number of global-route vias before repair was 21610. The run finished with clean final reports.

The flop and latch count out of synthesis is 660. Row generation in the floorplan step produced 125 rows. According to the floorplan report, the total die area is 0.1187 mm^2. The ratio of routed vias to standard cells is 4.693. After synthesis, the most frequently instantiated cells are 559 x sky130_fd_sc_hd__edfxtp_1, 271 x sky130_fd_sc_hd__ha_1, 240 x sky130_fd_sc_hd__nor2_1. For this configuration, the core starts out at a cell density of 30.28%. The timing report gives the biggest stage delay along the critical path as 0.84 ns. The cell count after synthesis came out at 3041. Among all cell types in the netlist, the one instantiated most often is sky130_fd_sc_hd__edfxtp_1. The average instance in the mapped netlist occupies 11.57 um^2. For this design the static power due to leakage is 14.82 nW.

The synthesized netlist was found by Yosys to have 3041 cells. The maximum VDD drop is 0.1930 mV. The layout stage reports a final design area of 0.04017 mm^2. The required time at the worst endpoint is listed as 6.96 ns.

The initial antenna violation count is 0. The critical path goes through mux2_2, ha_1, a21oi_1, o21ai_0, a2111oi_0, o31ai_1, a21oi_1, xnor3_1. The largest registers in the layout are genblk1.u_ce.Ycalc (86), genblk1.u_ce.Xcalc (84), genblk1.u_ce.Acalc (78). The worst clock skew is 0.02121 ns.

CTS reports a maximum clock tree buffer depth of 3. Per the detailed placement report, the placed cell area equals 0.03762 mm^2. According to the report, the first pass of detailed routing completed in 5 iterations.

The floorplan report gives the top-level pin count as 49. The worst setup slack after layout is 3.137 ns. The layout summary lists the proportion of cells stronger than drive strength 1 as 6.199%.

Logged for this run, the post-placement worst setup slack is 2.647 ns. The total power density per cell area is 254.8 mW/mm^2. Per Yosys stat, the portion of area used by sequential elements is 53.46%. The antenna cell count is 0. The async set or reset register ratio after synthesis is 0%.

Summed over all layers, the global routing overflow is 0. The library cell with the largest summed area after synthesis is sky130_fd_sc_hd__edfxtp_1. The critical path maximum fanout is 22. The top register by number of flip-flops is genblk1.u_ce.Ycalc. Of the available clock period, the critical path in the final layout requires 52.47%.

The clock latency on the worst-skew pair is 0.62 ns. TritonRoute reported its final design rule violation total as 0. The register clock-pin slew on the reported worst setup and hold paths is 0.06 ns. The H-tree was split into 3 levels. The number of gates given a new drive strength after cts is 0. The remaining antenna violation count is 0. Entering global routing, the biggest net connects 39 pins. Per the OpenROAD floorplan log, the area of the core is 0.1162 mm^2. The total number of yosys warnings is 4. The category of the worst setup path launch point is a register.

The die width is 344.5 um. Before any placement, the netlist area is recorded as 0.03518 mm^2. Overall routing resource usage recorded by global route was 11.53%. The max-slew violation count is 0. The average wire per cell in the routed design is 13.76 um.

The wire-length estimate of the detail-placed layout is 47.19 mm. After synthesis, the largest area contributor takes up 47.71% of total cell area. The post-CTS setup buffer count is 0. The main area contributors are sky130_fd_sc_hd__edfxtp_1 48%, sky130_fd_sc_hd__ha_1 9.6%, sky130_fd_sc_hd__dfxtp_1 5.7%. The routed layout has 22140 vias. The setup TNS is 0 ns.
layout by cell type, fill, tap and decap left out, types with 19 or more instances in the layout:
| cell type | Yosys | layout |
|---|---|---|
| sky130_fd_sc_hd__clkdlybuf4s50_1 | 0 | 48 |
| sky130_fd_sc_hd__fa_1 | 21 | 21 |
| sky130_fd_sc_hd__xor2_1 | 85 | 85 |
| sky130_fd_sc_hd__nor3_1 | 89 | 89 |
| sky130_fd_sc_hd__and2_1 | 20 | 20 |
| sky130_fd_sc_hd__mux2i_1 | 122 | 122 |
| sky130_fd_sc_hd__dfxtp_1 | 101 | 99 |
| sky130_fd_sc_hd__nor4_1 | 20 | 20 |
| sky130_fd_sc_hd__o31ai_1 | 19 | 19 |
| sky130_fd_sc_hd__inv_1 | 129 | 129 |
| sky130_fd_sc_hd__o21ai_0 | 187 | 187 |
| sky130_fd_sc_hd__nand2_1 | 224 | 224 |
| sky130_fd_sc_hd__a21oi_1 | 202 | 202 |
| sky130_fd_sc_hd__edfxtp_1 | 559 | 559 |
| sky130_fd_sc_hd__a21o_1 | 54 | 54 |
| sky130_fd_sc_hd__a31oi_1 | 26 | 26 |
| sky130_fd_sc_hd__nor2b_1 | 34 | 34 |
| sky130_fd_sc_hd__or3_1 | 22 | 22 |
| sky130_fd_sc_hd__nand3_1 | 50 | 50 |
| sky130_fd_sc_hd__buf_4 | 1 | 49 |
| sky130_fd_sc_hd__clkbuf_16 | 0 | 74 |
| sky130_fd_sc_hd__ha_1 | 271 | 271 |
| sky130_fd_sc_hd__o211ai_1 | 25 | 25 |
| sky130_fd_sc_hd__nor3b_1 | 20 | 20 |
| sky130_fd_sc_hd__nor2_1 | 240 | 240 |
| sky130_fd_sc_hd__xnor2_1 | 214 | 214 |
logic make-up after synthesis:
| family | Yosys count | synth area share, % |
|---|---|---|
| buffers and inverters | 209 | 2.276 |
| AND-OR/OR-AND | 647 | 11.25 |
| multiplexers | 134 | 3.855 |
| XOR/XNOR | 301 | 7.553 |
| flip-flops | 660 | 53.46 |
| adder cells (fa/ha/maj) | 292 | 10.83 |
| AND/OR/NAND/NOR | 798 | 10.78 |
cell type report:
class | instances | area [um^2]
tap | 1524 | 1907
inverter | 129 | 484.2
fill | 11190 | 76030
clock inverter | 44 | 570.5
sequential | 660 | 18810
timing repair buffer | 97 | 848.3
clock buffer | 92 | 1979
multi-input combinational | 2172 | 15570
worst reg2reg max path: cells and delay by family (launching register included):
kind,cells,cell delay [ns]
XOR/XNOR,1,0.22
AND-OR/OR-AND,5,1.39
adder cells (fa/ha/maj),1,0.29
multiplexers,1,0.45
flip-flops,1,0.84
path summary, 6_finish.rpt:
path	from	endpoint	slack [ns]	cells past startpoint
min reg2reg	genblk1[2].u_ce.LoadCtl[5]	genblk1[2].u_ce.LoadCtl[6]	0.34	0
min	genblk1[2].u_ce.LoadCtl[5]	genblk1[2].u_ce.LoadCtl[6]	0.34	0
max	genblk1[4].u_ce.Ain5[1]	genblk1[4].u_ce.Xcalc[11]	3.14	8
max reg2reg	genblk1[4].u_ce.Ain5[1]	genblk1[4].u_ce.Xcalc[11]	3.14	8
layer usage:
layer	vias up	track usage, %	wire length, um
met5	-	0	0
met4	0	2.139	1290
met3	87	3.134	3805
met2	423	19.31	31210
met1	10220	15.47	28600
li1	11410	-	-
per-stage QoR:
step / util, % / hold slack [ns]
after floorplan: - / 0.3232
final: 34.57 / 0.3415
after detailed placement: 32.38 / 0.3310
after global routing: 34.57 / 0.3483
after global placement: 32.38 / 0.3296
after CTS: 34.57 / 0.3445
where the power goes:
group	switching (mW)	internal [mW]
sequential	0.131	4.80
combinational	0.598	0.460
clock	1.70	2.55
Power is estimated from default activity; no workload was simulated.
