File: flow/design.v
module cordic_element ( 
	input 			clk,
	input 	[1:0] 	Xin,
	output 	[1:0] 	Xout,
	input 	[1:0] 	Yin,
	output 	[1:0] 	Yout,
	input 	[1:0]	Ain,
	output 	[1:0]	Aout,  
	input 			ISin, 
	output	reg		ISout,  
	input	[2:0]	Stg,  
	input 			Rdy, 
	output 			Vld  
);
	reg signed [11:0] oneOverK = 12'd1242;
	reg signed [11:0] atan0 = 12'd511; 
	reg signed [11:0] atan1 = 12'd301; 
	reg signed [11:0] atan2 = 12'd159; 
	reg signed [11:0] atan3 = 12'd80;  
	reg signed [11:0] atan4 = 12'd40;  
	reg signed [11:0] atan5 = 12'd19;  
	reg signed [11:0] atan6 = 12'd9;   
	reg signed [11:0] atan7 = 12'd4;   
	integer i;
    reg     [6:0]   LoadCtl;
    always @(posedge clk)
    begin
        LoadCtl[0] <= Rdy;
        for (i=0; i<6; i=i+1)
            LoadCtl[i+1] <= LoadCtl[i];
    end
	assign Vld = LoadCtl[6];
	always @(posedge clk) if(LoadCtl[6]) ISout <= ISin;    
	reg [1:0] Xin5, Xin4, Xin3, Xin2, Xin1, Xin0;
	reg [1:0] Yin5, Yin4, Yin3, Yin2, Yin1, Yin0;
	reg [1:0] Ain5, Ain4, Ain3, Ain2, Ain1, Ain0;
	always @(posedge clk) begin
        if 		(LoadCtl[0]) begin Xin0 <= Xin; Yin0 <= Yin; Ain0 <= Ain; end
        else if (LoadCtl[1]) begin Xin1 <= Xin; Yin1 <= Yin; Ain1 <= Ain; end
		else if (LoadCtl[2]) begin Xin2 <= Xin; Yin2 <= Yin; Ain2 <= Ain; end
        else if (LoadCtl[3]) begin Xin3 <= Xin; Yin3 <= Yin; Ain3 <= Ain; end
		else if (LoadCtl[4]) begin Xin4 <= Xin; Yin4 <= Yin; Ain4 <= Ain; end
        else if (LoadCtl[5]) begin Xin5 <= Xin; Yin5 <= Yin; Ain5 <= Ain; end
    end
	reg signed [11:0] atan;
	always@* begin
		case(Stg)
			3'd0:atan = atan0;
			3'd1:atan = atan1;
			3'd2:atan = atan2;
			3'd3:atan = atan3;
			3'd4:atan = atan4;
			3'd5:atan = atan5;
			3'd6:atan = atan6;
			3'd7:atan = atan7;
		endcase
	end
	wire signed [11:0] Xin12b = {Xin5, Xin4, Xin3, Xin2, Xin1, Xin0}; 
	wire signed [11:0] Yin12b = {Yin5, Yin4, Yin3, Yin2, Yin1, Yin0};
	wire signed [11:0] Ain12b = {Ain5, Ain4, Ain3, Ain2, Ain1, Ain0};
	reg signed [11:0] Xcalc, Ycalc, Acalc;
	always@(posedge clk) begin
		if (LoadCtl[6]) begin
			if(Stg != 3'd0) begin
				if(Ain12b[11] == 0) begin  
					Xcalc <= Xin12b - ( Yin12b >>> Stg );
					Ycalc <= Yin12b + ( Xin12b >>> Stg );
					Acalc <= Ain12b - atan;
				end
				else begin
					Xcalc <= Xin12b + ( Yin12b >>> Stg );
					Ycalc <= Yin12b - ( Xin12b >>> Stg );
					Acalc <= Ain12b + atan;
				end
			end
			else begin  
				if(Ain12b[11] == 0) begin  
					Xcalc <= oneOverK;
					Ycalc <= oneOverK;
					Acalc <= Ain12b - atan;
				end
				else begin
					Xcalc <= oneOverK;
					Ycalc <= -oneOverK;
					Acalc <= Ain12b + atan;
				end
			end
		end
	end
	reg [1:0] X_, Y_, A_;
	always@* begin
		if 		(LoadCtl[0]) begin X_ = Xcalc[1:0]  ; Y_ = Ycalc[1:0]  ; A_ = Acalc[1:0]  ; end
		else if (LoadCtl[1]) begin X_ = Xcalc[3:2]  ; Y_ = Ycalc[3:2]  ; A_ = Acalc[3:2]  ; end
		else if (LoadCtl[2]) begin X_ = Xcalc[5:4]  ; Y_ = Ycalc[5:4]  ; A_ = Acalc[5:4]  ; end
		else if (LoadCtl[3]) begin X_ = Xcalc[7:6]  ; Y_ = Ycalc[7:6]  ; A_ = Acalc[7:6]  ; end
		else if (LoadCtl[4]) begin X_ = Xcalc[9:8]  ; Y_ = Ycalc[9:8]  ; A_ = Acalc[9:8]  ; end
		else if (LoadCtl[5]) begin X_ = Xcalc[11:10]; Y_ = Ycalc[11:10]; A_ = Acalc[11:10]; end
		else 				 begin X_ = 2'bxx		; Y_ = 2'bxx	   ; A_ = 2'bxx		  ; end			 
	end
	assign Xout = X_;
	assign Yout = Y_;
	assign Aout = A_;
endmodule
module nco(
	input clk,
	input En,
	input [19:0] FCW,
	input selXY,
	input selSign,
	output Vld,
	output [11:0] Dout
);
	wire [1:0] x [8:0];
	wire [1:0] y [8:0];
	wire [1:0] a [8:0];
	wire [8:0] is, rdy;
	wire [2:0] stg [8:0];
	assign stg[0] = 3'd0;
	assign stg[1] = 3'd1;
	assign stg[2] = 3'd2;
	assign stg[3] = 3'd3;
	assign stg[4] = 3'd4;
	assign stg[5] = 3'd5;
	assign stg[6] = 3'd6;
	assign stg[7] = 3'd7;
	phase_accumulator u_pa(
		.clk(clk),
		.En(En),
		.FCW(FCW),
		.Vld(rdy[0]),
		.Aout(a[0]),
		.ISout(is[0])
	);
	genvar i;
	generate
		for(i=0; i<8; i++) begin
			cordic_element u_ce(
				.clk	(clk),
				.Xin	(x[i]),
				.Xout	(x[i+1]),
				.Yin	(y[i]),
				.Yout	(y[i+1]),
				.Ain	(a[i]),
				.Aout	(a[i+1]),
				.ISin	(is[i]),
				.ISout	(is[i+1]),
				.Stg	(stg[i]),
				.Rdy	(rdy[i]),
				.Vld	(rdy[i+1])
			);
		end
	endgenerate
	output_terminal u_ot(
		.clk(clk),
		.selXY(selXY),
		.selSign(selSign),
		.Xin(x[8]),
		.Yin(y[8]),
		.Dout(Dout),
		.Rdy(rdy[8]),
		.Vld(Vld),
		.ISin(is[8])
	);
endmodule
module output_terminal(
	input 			clk,
	input			selXY, 	 
	input			selSign, 
	input 	[1:0] 	Xin,
	input 	[1:0] 	Yin,
	output 	[11:0] 	Dout,
	input			Rdy,
	output			Vld,
	input			ISin
);
	integer i;
    reg     [6:0]   LoadCtl;
    always @(posedge clk)
    begin
        LoadCtl[0] <= Rdy;
        for (i=0; i<6; i=i+1)
            LoadCtl[i+1] <= LoadCtl[i];
    end
	assign Vld = LoadCtl[6];	
	reg ISreg;
	always @(posedge clk) if(LoadCtl[6]) ISreg <= ISin;    
	reg [1:0] Xin5, Xin4, Xin3, Xin2, Xin1, Xin0;
	reg [1:0] Yin5, Yin4, Yin3, Yin2, Yin1, Yin0;
	always @(posedge clk) begin
        if 		(LoadCtl[0]) begin Xin0 <= Xin; Yin0 <= Yin; end
        else if (LoadCtl[1]) begin Xin1 <= Xin; Yin1 <= Yin; end
		else if (LoadCtl[2]) begin Xin2 <= Xin; Yin2 <= Yin; end
        else if (LoadCtl[3]) begin Xin3 <= Xin; Yin3 <= Yin; end
		else if (LoadCtl[4]) begin Xin4 <= Xin; Yin4 <= Yin; end
        else if (LoadCtl[5]) begin Xin5 <= Xin; Yin5 <= Yin; end
    end
	reg [11:0] bias;
	always@* begin
		if(selSign) bias = 12'h800;
		else bias = 12'h000;
	end
	wire [11:0] Xin12b = {Xin5, Xin4, Xin3, Xin2, Xin1, Xin0}; 
	wire [11:0] Yin12b = {Yin5, Yin4, Yin3, Yin2, Yin1, Yin0};
	reg  [11:0] Xcalc, Ycalc;
	always@(posedge clk) begin
		if(LoadCtl[6]) begin
			if(ISreg) begin
				Xcalc <= ~Xin12b + 1 + bias;
				Ycalc <= ~Yin12b + 1 + bias;
			end
			else begin
				Xcalc <= Xin12b + bias;
				Ycalc <= Yin12b + bias;
			end
		end
	end
	assign Dout = (selXY) ? Xcalc : Ycalc;
endmodule
module phase_accumulator (
	input 			clk,
	input			En,
	input 	[19:0] 	FCW,
	output 			Vld,
	output 	reg [1:0]	Aout,
	output 	reg		ISout
);
	integer i;
    reg     [6:0]   RdyCtl;
	always @(posedge clk) begin
		if(!En) RdyCtl <= 7'b0100000;
		else begin  
			RdyCtl[0] <= RdyCtl[6];
			for (i=0; i<6; i=i+1)
				RdyCtl[i+1] <= RdyCtl[i];
		end	
	end 
	assign Vld = RdyCtl[6];
	reg [19:0] acc_reg;
	reg [11:0] Atmp;
	always @(posedge clk) begin
		if (!En) begin
			acc_reg <= 20'd0;
			Atmp <= 12'd0;
		end
		else begin
			if (RdyCtl[6]) begin
				acc_reg <= acc_reg + FCW; 
				if 		(acc_reg[19:18] == 2'b01) 
					Atmp <= {2'b11, acc_reg[17:8]};  
				else if (acc_reg[19:18] == 2'b10) 
					Atmp <= {2'b00, acc_reg[17:8]};  
				else 
					Atmp <= acc_reg[19:8];
			end
		end
	end
	always @(posedge clk) begin
		if (RdyCtl[5]) begin
			if (acc_reg[19]^acc_reg[18]) ISout <= 1;
			else ISout <= 0;
		end
	end
	always @* begin
		if		(RdyCtl[0])		Aout = Atmp[1:0];
		else if (RdyCtl[1]) 	Aout = Atmp[3:2];
		else if (RdyCtl[2]) 	Aout = Atmp[5:4];
		else if (RdyCtl[3]) 	Aout = Atmp[7:6];
		else if (RdyCtl[4]) 	Aout = Atmp[9:8];
		else if (RdyCtl[5]) 	Aout = Atmp[11:10];
		else 					Aout = 2'bxx;
	end
endmodule
File: flow/run.sh
#!/bin/bash
# OpenROAD 26Q1-2900-gdf79404cd8, Yosys 0.63+post, stock flow scripts
make -C /OpenROAD-flow-scripts/flow DESIGN_CONFIG=/design/flow/config.mk WORK_HOME=/design/flow/orfs finish
File: flow/config.mk
export PLATFORM = sky130hd
export DESIGN_NAME = nco
export DESIGN_NICKNAME = nco
export VERILOG_FILES = /design/flow/design.v
export SDC_FILE = /design/flow/constraint.sdc
export NUM_CORES = 4
export LEC_CHECK = 1
export CORE_UTILIZATION = 50
File: flow/constraint.sdc
current_design nco

set clk_period 6.3
set clk_io_pct 0.2

create_clock -name clk0 -period $clk_period [get_ports {clk}]

set non_clock_inputs [all_inputs -no_clocks]
set_input_delay [expr $clk_period * $clk_io_pct] -clock clk0 $non_clock_inputs
set_output_delay [expr $clk_period * $clk_io_pct] -clock clk0 [all_outputs]
==> notes.md <==
Latest figures from synthesis and place and route.

For this run, the detailed router reports a per-instance via density of 5.32. The cell count after synthesis is 2927. After detailed routing, the total wire length is 63400 µm. The number of clock sinks is 660. The layout cell share with drive strength beyond 1 is 7.07%. Per the timing report, the achievable frequency comes out to 241 MHz. Relative to the synthesized area, the layout overhead comes to 11.6%. After synthesis, flip-flops and latches occupy 54.2% of the total area.

The run finished with clean final reports. The portion of total power attributed to the clock network is 40.4%. The clock latency at the later pin of the worst-skew pair is 0.62 ns. Checking hold timing, the worst path is listed with class flip-flop to flip-flop. The number of antenna repair diodes is 0.

Once detail routing completed, the nets flagged for antenna violations numbered 0. The start of the worst register-to-register path is genblk1[3].u_ce.Ain5[1]$_DFFE_PP_. The transition time at the pin with the least slew margin is 1.06 ns. The post-cts gate resize count is 0. The number of antenna violations at the first check in global routing is 0. The via count of the first global-routing pass is 20999. Setup slack on the critical path of the routed design comes to 2.15 ns. Post-CTS timing repair inserted 0 buffers for setup.

Global routing used 19.7% of the available tracks across all layers. The leakage power total is 14.8 nW. According to the floorplan log, the row count is 96. The worst setup path is of the input pin to output port kind. The area of the core is 68700 µm². Global routing finished with a remaining overflow of 0. The register with the most flip-flops in the layout has 86 of them. Looking at the VDD voltage map, the peak drop is 236 µV.

Setup repair after global routing left no endpoint under its margin. In the final layout, the registers with the most flip-flops are genblk1.u_ce.Ycalc (86), genblk1.u_ce.Xcalc (84), genblk1.u_ce.Acalc (78). The synthesized design contains 559 enable-type register cells.

During I/O placement, the number of pins put on the boundary was 37. The max-slew headroom at the worst pin is 28.7%. On the final layout, the worst clock skew is 0.0263 ns. Per the post-CTS timing run, clock transition at the registers of the reported paths is 0.06 ns. Per the detail_route report, DRC violations left total 0.

The die covers 70500 µm². The maximum number of buffers from clock root to sink is 3. As logged by OpenROAD, the buffers inserted on ports number 36. In this run the worst setup path begins at selXY. The chip width is 266 µm. Cells fill 56.4% of the core in the end. The final standard cell area without fillers is 38800 µm². The H-tree was split into 3 levels. The critical path data arrival time is 2.89 ns.

Looking at hold timing, the worst path starts from genblk1[2].u_ce.LoadCtl[5]$_DFF_P_. The tree is rooted in a clkbuf_16. STA puts the critical path data required time at 5.04 ns. The final hold violation count is 0. The minimum period implied by the final worst setup slack is 4.15 ns.

The sequential power share is 49.1%. The largest total area in the synthesized netlist belongs to edfxtp_1. The warning tally printed by Yosys for this design is 4. Combinational cells account for 10.6% of the total power. The internal power summed over all cells is 8.04 mW. Yosys mapped the design onto 68 distinct sky130hd cell types. The summed standard-cell area reported by yosys is 34700 µm². The most used flip-flop cell is edfxtp_1.

The hold buffer count at CTS is 0. The summed negative setup slack over all endpoints is 0 ns. The register bit count reported by yosys is 660. For this run, the final setup violation count is recorded as 0. The worst-path maximum fanout is 12. The final routed wire length divided by cell count is 15.9 µm. The pin count of the biggest net entering global routing is 42. The startpoint kind of the worst setup timing path is an input pin. In this run the maximum-capacitance check reported violations numbering 0. Before antenna repair, the detailed router went through 5 iterations.

The mean instance size in the synthesized netlist is 11.9 µm². Total power normalized to cell area comes to 271 nW/µm². OpenROAD emitted warnings numbering 41. CTS added clock buffers totalling 74. The core utilization at floorplan is 50.6%. The violation tally recorded at the end of detailed-routing iteration 0 is 893. The worst setup path is captured at an output port.

The detailed router placed 21271 vias in this run. Of the available clock period, the critical path in the final layout requires 65.8%. TritonCTS built the clock tree. In the final report, the number of pins over their slew limit comes to 0. The last weighted congestion value of the routability-driven placer is 0.898.

The pre-CTS setup slack is 2.14 ns. Per the synthesis report, the single largest cell type by area occupies 48.3% of cell area. The cell area reported after detailed placement is 36300 µm². The register with the most flip-flops is genblk1.u_ce.Ycalc. The count of filler cells inserted in the layout is 5501. In this run switching power makes up 23.6% of total power.

The vertical die size is 266 µm. The net load switching power is 2.48 mW. The cell area after technology mapping is 34700 µm².

The tightest hold path in the finished design has a slack of 0.339 ns. In the post-synthesis netlist, the biggest area contributors are edfxtp_1 (48%), ha_1 (9.8%), dfxtp_1 (5.8%), xnor2_1 (5.3%), mux2i_1 (3.5%). The sum of net half-perimeters after detailed placement is 45700 µm. The synthesis report gives the async set-or-reset register share as 0%. The wire length of the first global-routing pass is 104000 µm.

The number of cells reported by Yosys stat comes to 2927.
==> synth_stat cells (10+ instances only) <==
cell type	count
inv_1	131
mux2_2	24
a21o_1	72
o21bai_1	27
a21oi_1	221
a31oi_1	18
o31ai_1	14
clkbuf_1	65
nand3_1	33
xnor2_1	209
nor2b_1	48
ha_1	271
a2111o_1	13
nor2_1	209
nor4_1	13
dfxtp_1	101
edfxtp_1	559
or3_1	19
nor3b_1	12
or4_1	10
nand2_1	185
fa_1	21
nor3_1	74
a31o_2	15
nand2b_1	21
mux2i_1	122
o21ai_0	179
and2_1	16
a211oi_1	11
xor2_1	101
==> worst paths after layout <==
check	cells after the start	slack, ns	to
min	0	0.34	genblk1[2].u_ce.LoadCtl[6]$_DFF_P_
max	3	2.15	Dout[9]
min reg2reg	0	0.34	genblk1[2].u_ce.LoadCtl[6]$_DFF_P_
max reg2reg	11	2.69	genblk1[3].u_ce.Xcalc[11]$_DFFE_PP_
==> power groups by stage <==
stage	clock network, mW	logic (mW)	registers, mW
5_1_grt	4.52	1.26	5.19
6_report	4.24	1.11	5.16
4_1_cts	4.36	1.13	5.16
==> logic make-up (layout without fill, tap and decap cells) <==
family,Yosys count,count (layout),synth area share (%)
AND/OR/NAND/NOR,682,682,9.34
flip-flops,660,660,54.2
AND-OR/OR-AND,630,630,11.1
XOR/XNOR,310,310,7.82
adder cells (fa/ha/maj),292,292,11.0
buffers and inverters,207,350,2.31
multiplexers,146,146,4.29
==> worst max-delay path, stage by stage <==
cell and delay [ns]:
clkdlybuf4s50_1 0.80, mux2_2 0.40, clkdlybuf4s50_1 0.42
==> placed cells by master (no fill, tap or decap), drive strengths merged, types with 74 or more instances in the layout <==
cell type  count
inv          134
xor2         101
o21ai        179
xnor2        209
ha           271
dfxtp        101
nor2         209
nand2        185
a21oi        224
nor3          74
clkbuf       106
edfxtp       559
mux2i        122
==> final cells by class <==
cell class	instances	area, µm²	share of cell area, %
Timing Repair Buffer	82	706	1.82
Clock buffer	106	2110	5.45
Sequential cell	660	18800	48.5
Inverter	131	492	1.27
Multi-Input combinational cell	2060	15100	39.0
Clock inverter	31	352	0.907
Tap cell	931	1160	3.01
==> metrics by stage <==
step / instances / power (mW)
final: 4001 / 10.5
after global routing: 4001 / 11.0
after CTS: 4001 / 10.7
after global placement: 3864 / 6.35
after detailed placement: 3864 / 6.37
after floorplan: 2927 / 6.05
==> layer usage <==
layer	vias to the layer above	share of wire, %	global-route usage, %
met4	0	2.0	3.37
met5	-	0	0
met1	9911	45	30.1
met3	85	5.8	5.52
met2	360	47	30.7
li1	10915	-	-
No activity file was given, so power comes from the tool's default toggle rates.
